### run.sh
#!/bin/bash
# OpenROAD 26Q1-2900-gdf79404cd8, Yosys 0.63+post, stock flow scripts
make -C /OpenROAD-flow-scripts/flow DESIGN_CONFIG=/design/flow/config.mk WORK_HOME=/design/flow/orfs finish
### config.mk
export PLATFORM = sky130hd
export DESIGN_NAME = maxpooler
export DESIGN_NICKNAME = maxpooler
export VERILOG_FILES = /design/flow/design.v
export SDC_FILE = /design/flow/constraint.sdc
export NUM_CORES = 4
export LEC_CHECK = 1
export CORE_UTILIZATION = 40
### constraint.sdc
current_design maxpooler

set clk_period 18.7
set clk_io_pct 0.2

create_clock -name clk0 -period $clk_period [get_ports {clk}]

set non_clock_inputs [all_inputs -no_clocks]
set_input_delay [expr $clk_period * $clk_io_pct] -clock clk0 $non_clock_inputs
set_output_delay [expr $clk_period * $clk_io_pct] -clock clk0 [all_outputs]
### design.v
module c_shift_ram # (
    parameter N_DATA = 32,
    parameter N_LEN  = 29 
)(
    input              i_clk    ,
    input              i_rst_n  ,
    input              i_ce     ,
    input [N_DATA-1:0] i_data   ,
    output[N_DATA-1:0] o_data   
);
reg [N_DATA-1:0] shift_reg [N_LEN-1:0];
genvar i;
generate
    for(i=0;i<N_LEN;i=i+1) begin : shift_block
        if( i==0 ) begin
            always @(posedge i_clk or negedge i_rst_n ) begin
                if( ! i_rst_n ) begin
                    shift_reg[0] <= 'b0;
                end else if( i_ce ) begin
                    shift_reg[0] <= i_data;
                end else begin
                    shift_reg[0] <= shift_reg[0];
                end
            end
        end else begin
            always @(posedge i_clk or negedge i_rst_n ) begin
                if( ! i_rst_n ) begin
                    shift_reg[i] <= 'b0;
                end else if( i_ce )begin
                    shift_reg[i] <= shift_reg[i-1];
                end else begin
                    shift_reg[i] <= shift_reg[i];
                end
            end
        end
    end
endgenerate
assign o_data = (i_ce) ? shift_reg [N_LEN-1] : 'b0;
endmodule
module max2in #(
    parameter N_DATA = 32    
)(
    input  [N_DATA-1:0]  ip1    ,
    input  [N_DATA-1:0]  ip2    ,
    output [N_DATA-1:0]  comp_op  
);
assign comp_op = ( ip1 > ip2 )
                 ?
                 ip1
                 :
                 ip2;
endmodule 
`timescale 1ns / 1ps
module maxpooler #(
    parameter FM_ROW = 9'h00c ,
    parameter FM_COL = 9'h00c ,
    parameter P      = 9'h003 ,
    parameter N_DATA = 32   
)(
    input               clk          ,
    input               rst          ,
    input               data_in_vld  ,
    input  [N_DATA-1:0] data_in      ,
    output [N_DATA-1:0] data_out     ,
    output              data_out_vld ,
    output              data_out_end     
);
reg [$clog2(P) -1:0]        pool_c_cnt ;
reg [$clog2(P) -1:0]        pool_r_cnt ;
reg [$clog2(FM_COL/P) -1:0] pool_cn_cnt;
reg [$clog2(FM_ROW/P) -1:0] pool_rn_cnt;
wire tile_col_end ;
wire col_end      ;
wire tile_row_end ;
wire row_end      ;
assign tile_col_end = (pool_c_cnt == P-1) ? 1'b1 : 1'b0;
always@(posedge clk or posedge rst ) begin 
    if( rst ) begin 
        pool_c_cnt <= 'b0;
    end else begin
        if( data_in_vld == 1'b1 ) begin 
            if(  tile_col_end  ) begin    
                pool_c_cnt <= 1'b0;
            end else begin 
                pool_c_cnt <= pool_c_cnt + 1'b1;
            end
        end else begin 
            pool_c_cnt <= pool_c_cnt;
        end
    end
end
assign col_end =  (pool_cn_cnt == FM_COL/P -1'b1) ? 1'b1 : 1'b0;
always@(posedge clk or posedge rst ) begin 
    if( rst ) begin 
        pool_cn_cnt <= 'b0;
    end else begin 
        if( tile_col_end ) begin 
            if(  col_end ) begin 
                pool_cn_cnt <= 'b0;
            end else begin 
                pool_cn_cnt <= pool_cn_cnt + 1'b1;
            end
        end else begin 
            pool_cn_cnt <= pool_cn_cnt;
        end
    end
end
assign tile_row_end = (pool_r_cnt == P -1'b1) ? 1'b1:1'b0;
always@(posedge clk or posedge rst ) begin 
    if( rst ) begin 
        pool_r_cnt <= 'b0;
    end else begin 
        if( tile_col_end & col_end ) begin 
            if( tile_row_end ) begin 
                pool_r_cnt <= 'b0;
            end else begin 
                pool_r_cnt <= pool_r_cnt + 1'b1;
            end
        end else begin 
            pool_r_cnt <= pool_r_cnt;
        end
    end
end
assign row_end = (pool_rn_cnt == FM_ROW/P -1) ? 1'b1:1'b0;
always@(posedge clk or posedge rst ) begin
    if( rst ) begin 
        pool_rn_cnt <= 'b0;
    end else begin 
        if( tile_col_end & col_end & tile_row_end ) begin 
            if( row_end  ) begin 
                pool_rn_cnt <= 'b0;
            end else begin 
                pool_rn_cnt <= pool_rn_cnt + 1'b1;
            end
        end else begin 
            pool_rn_cnt <= pool_rn_cnt;
        end
    end
end
wire [N_DATA-1:0] c_shift_max    ; 
wire [N_DATA-1:0] max2in_max     ;
reg  [N_DATA-1:0] max2in_max_reg ;
always @( posedge clk or posedge rst ) begin 
    if( rst ) begin 
        max2in_max_reg <= 'b0;
    end else begin 
        if( data_in_vld ) begin 
            max2in_max_reg <= max2in_max;
        end else begin 
            max2in_max_reg <= max2in_max_reg;
        end
    end
end
wire [N_DATA-1:0] shift_in_data ;
assign shift_in_data = ( tile_col_end ) 
                       ? 
                       (tile_row_end ? 'b0: max2in_max )
                       :
                       'b0;
max2in # (
    .N_DATA ( 32 )
) max2pin_inst (    
    .ip1    (data_in      ),
    .ip2    (c_shift_max  ),
    .comp_op(max2in_max   )
);
c_shift_ram # (
    .N_DATA   (   32   ),
    .N_LEN    (FM_COL/P) 
)c_shift_ram_inst(
    .i_clk    (clk           ),
    .i_rst_n  (!rst          ),
    .i_ce     (tile_col_end  ),
    .i_data   (shift_in_data ),
    .o_data   (c_shift_max   )
);
reg [N_DATA-1:0] maxpool_data;
reg              maxpool_vld ;
reg              maxpool_end ;
always @( posedge clk or posedge rst ) begin 
    if( rst ) begin 
        maxpool_data <= 'b0;
        maxpool_vld  <= 1'b0;
    end else begin 
        if( tile_row_end & tile_col_end) begin 
            maxpool_data <= max2in_max;
            maxpool_vld  <= 1'b1;
        end else begin 
            maxpool_data <= 'b0;
            maxpool_vld  <= 1'b0;
        end
    end
end
always @( posedge clk or posedge rst ) begin 
    if( rst ) begin 
        maxpool_end <= 1'b0;
    end else begin 
        if( tile_col_end & col_end & tile_row_end & row_end ) begin 
            maxpool_end <= 1'b1;
        end else begin 
            maxpool_end <= 1'b0;
        end
    end
end
assign data_out     = maxpool_data;
assign data_out_vld = maxpool_vld ;
assign data_out_end = maxpool_end ;
endmodule
==> changes_impl.md <==
## Implementation

* Yosys cell types at 38
* CTS HTree Levels at 4
* Synth warn at 3
* Crit path max fanout at 17
* Mapped Area at 7580 um2
* Hold path depth at 2
* Largest net degree at the start of global routing at 71
* Mapped Cells at 801
* Max IR drop VDD at 0.0000601 V
* Outcome: finished clean
* Late-Pin Clk Latency at 0.42 ns
* Top-area cell share at 0.561
* Final setup viols at 0
* Clk buf depth at 2
* Most frequent cells in the layout: 366 x nand2_1, 170 x dfrtp_1, 68 x clkdlybuf4s50_1
* Area delta synth->final at 19.3%
* Post-Route WL at 14800 um
* Met3 WL at 426 um
* Gr usage total at 0.166
* Tool warnings at 25
* Root Driver: clkbuf_16
* Sink Count at 170
* Pre-placement core utilization at 0.415
* Crit path launch type: input pin
* Pwr Total at 1160 uW
* TritonCTS clock tree: done
* Num rows at 49
* Slew Limit Fails at 0
* Max_slew headroom at 0.468
* Crit path required time at 19.03 ns
* Max_cap viols at 0
* First-pass GRT wire length at 25100 um
* Top cell excl fill/tap: nand2_1
* Sequential share of the synthesized area at 0.561
* Diode count at 0
* Worst-Margin Slew at 0.797 ns
* Fmax at 0.147 GHz
* Worst Hold Class: reg2reg
* YS chip area at 7580 um2
* Yosys top cell by area: dfrtp_1
* CTS buffer count at 17
* Antenna-violating nets left at 0
* Clock Pin Slew Worst Setup and Hold Paths at 0.06 ns
* Antenna violations before repair at 0
* Gate Area at 3000 um2
* Hold-fix buffers, CTS at 0
* Yosys cell count at 801
* Syn Area/Cell at 9.46 um2
* Core Region at 18300 um2
* Cycle use final at 0.363
* DR WL/cell at 13.5 um
* Top routing layer in use: met4
* Grt total ovfl at 0
* Signal arrival time at the worst endpoint at 7.12 ns
* DRC errors left at 0
* Vias at 5163
* Worst setup path class: in2reg
* Detailed placer's ending HPWL at 9350 um
* Gpl congestion at 0.778
* Worst Clk Skew at 0.00758 ns
* Cell Pwr Density at 128 nW/um2
* Die extent in y at 140 um
* R2R cell count at 12
* First-pass iteration count of the detailed router at 4
* Leakage at 0.00466 uW
* Vias in the first global route at 4985
* Number of synthesized register bits at 170
* Die X at 140 um
* I/O Buffers at 68
* Filler cells at 1694
* Type of destination of the critical path: flop
* Die area at 19500 um2
* Post-placement cell count at 1066
* Resize count post-CTS at 0
* FF/Latch Area at 4250 um2
* Share of cells above drive strength 1 at 0.101
* Max FFs per register at 128
* I/O pin count at 69
* Post-synth area hogs: dfrtp_1 56%, nand2_1 18%, mux2_4 5.7%, ha_1 5.6%, inv_1 1.8%
* Fin. Hold Viols at 0
* Post-Route Setup TNS at 0 ns
* Violation tally from detailed-route iteration zero at 233
* RSZ-0062 raised after global routing: false
* Post-CTS Setup Inserts at 0
* Routed length on met1 at 7610 um
* Routed wl met2 at 6610 um
* Fin crit period at 6.80 ns
* Cell Count, Final, Fillers Out at 1098
* Vias/cell at 4.70
[cells by family after synthesis]
group	after synthesis	synth area share
flops	170	0.561
simple gates	426	0.219
buf+inv	76	0.0451
compound gates	60	0.0520
fa+ha+maj	34	0.0561
mux	35	0.0661
[synthesized netlist by cell type (all sizes together)]
library cell and n:
a21oi 10, o31ai 1, nor4 1, nand2b 3, mux2i 2, clkbuf 30, ha 34, o211ai 1
a221oi 2, buf 8, a211oi 2, dfrtp 170, a21o 4, a2111oi 1, nor2 37, nand3 3
a31oi 1, o41ai 1, nor2b 2, o21ai 36, mux2 33, nand4 8, a2111o 1, inv 37
dlygate4sd1 1, and3 1, and2 1, or2 1, nand2 367, nor3 2
[through the flow]
| step | utilization | hold WS, ns | cell area [um2] | setup WS [ns] |
|---|---|---|---|---|
| 2_1_floorplan | - | 0.437 | 7580 | 10.36 |
| 3_3_place_gp | 0.461 | 0.446 | 8410 | 11.42 |
| 3_5_place_dp | 0.461 | 0.449 | 8410 | 11.40 |
| 4_1_cts | 0.495 | 0.460 | 9040 | 11.84 |
| 5_1_grt | 0.495 | 0.488 | 9040 | 11.68 |
| 6_report | 0.495 | 0.456 | 9040 | 11.90 |
[per-layer routing]
layer,vias to the layer above,global-route usage
met5,-,0
met4,0,0.0185
met3,14,0.0277
met2,66,0.249
met1,2439,0.274
li1,2644,-
[final cells by class]
cell class | count | area share
flip-flops and latches | 170 | 0.470
clock inverters | 12 | 0.0190
multi-input cells | 555 | 0.331
well taps | 229 | 0.0317
clock buffers | 20 | 0.0505
repair buffers | 75 | 0.0811
inverters | 37 | 0.0159
[power breakdown]
part,switching [uW],internal (uW),leakage (uW)
clock network,141,230,0.000302
registers,61.2,489,0.00226
logic,142,97.0,0.00210
[path summary, 6_finish.rpt]
check,to,from,slack (ns)
min reg2reg,c_shift_ram_inst.shift_reg[2][19],c_shift_ram_inst.shift_reg[1][19],0.46
max in group asynchronous,c_shift_ram_inst.shift_reg[3][26],rst,13.79
max reg2reg,c_shift_ram_inst.shift_reg[0][30],pool_c_cnt[1],13.75
max,c_shift_ram_inst.shift_reg[0][30],data_in[29],11.90
min in group asynchronous,pool_c_cnt[0],rst,3.74
min,c_shift_ram_inst.shift_reg[2][19],c_shift_ram_inst.shift_reg[1][19],0.46
[worst max-delay path, cell delays in order]
cell             delay [ns]
clkdlybuf4s50_1        0.45
ha_1                   0.34
a21o_1                 0.17
a21o_1                 0.17
a221oi_1               0.42
o31ai_2                0.16
a21oi_4                0.67
buf_4                  0.46
mux2_2                 0.39
o21ai_0                0.16
No activity file was given, so power comes from the tool's default toggle rates.
